**design.v**
```verilog
module MD5(
    input wire clk,
    input wire reset_n,
    input wire cs,
    input wire we,
    input wire [7:0] address,
    input wire [31:0] write_data,
    output wire [31:0] read_data
);
localparam ADDR_NAME0 = 8'h00;
localparam ADDR_NAME1 = 8'h01;
localparam ADDR_VERSION = 8'h02;
localparam ADDR_CTRL = 8'h08;
localparam CTRL_INIT_BIT = 0;
localparam CTRL_NEXT_BIT = 1;
localparam ADDR_STATUS = 8'h09;
localparam STATUS_READY_BIT = 0;
localparam ADDR_BLOCK0 = 8'h20;
localparam ADDR_BLOCK15 = 8'h2f;
localparam ADDR_DIGEST0 = 8'h40;
localparam ADDR_DIGEST3 = 8'h43;
localparam CORE_NAME0 = 32'h6d643520;    
localparam CORE_NAME1 = 32'h68617368;    
localparam CORE_VERSION = 32'h302e3120;  
reg init_reg;
reg init_new;
reg next_reg;
reg next_new;
reg [31:0] block_reg [0:15];
reg block_we;
reg [31:0] tmp_read_data;
wire core_ready;
wire [511:0] core_block;
wire [127:0] core_digest;
assign read_data = tmp_read_data;
assign core_block = {block_reg[0],  block_reg[1],  block_reg[2],  block_reg[3],
                     block_reg[4],  block_reg[5],  block_reg[6],  block_reg[7],
                     block_reg[8],  block_reg[9],  block_reg[10], block_reg[11],
                     block_reg[12], block_reg[13], block_reg[14], block_reg[15]};
MD5_core core(
    .clk(clk),
    .reset_n(reset_n),
    .init(init_reg),
    .next(next_reg),
    .block(core_block),
    .digest(core_digest),
    .ready(core_ready)
);
always @(posedge clk or negedge reset_n) begin: reg_update
    integer i;
    if (!reset_n) begin
        for (i = 0; i < 16; i = i + 1) 
            block_reg[i] <= 32'h0;
        init_reg <= 1'h0;
        next_reg <= 1'h0;
    end
    else begin
        init_reg <= init_new;
        next_reg <= next_new;
        if (block_we)
            block_reg[address[3:0]] <= write_data;
    end
end  
always @(*) begin: api
    init_new = 1'h0;
    next_new = 1'h0;
    block_we = 1'h0;
    tmp_read_data = 32'h0;
    if (cs) begin
        if (we) begin
            if (core_ready) begin
                if (address == ADDR_CTRL) begin
                    init_new = write_data[CTRL_INIT_BIT];
                    next_new = write_data[CTRL_NEXT_BIT];
                end
                if ((address >= ADDR_BLOCK0) && (address <= ADDR_BLOCK15))
                    block_we = 1'h1;
            end
        end
        else begin
            case (address)
                ADDR_NAME0: tmp_read_data = CORE_NAME0;
                ADDR_NAME1: tmp_read_data = CORE_NAME1;
                ADDR_VERSION: tmp_read_data = CORE_VERSION;
                ADDR_STATUS: tmp_read_data = {31'h0, core_ready};
                default: begin
                end
            endcase  
            if ((address >= ADDR_DIGEST0) && (address <= ADDR_DIGEST3))
                tmp_read_data = core_digest[(3 - (address - ADDR_DIGEST0))*32 +: 32];
        end
    end
end  
endmodule    
module MD5_core(
    input wire clk,
    input wire reset_n,
    input wire init,
    input wire next,
    input wire [511:0] block,
    output wire [127:0] digest,
    output wire ready
);
localparam A0 = 32'h67452301;
localparam B0 = 32'hefcdab89;
localparam C0 = 32'h98badcfe;
localparam D0 = 32'h10325476;
localparam CTRL_IDLE = 3'h0;
localparam CTRL_PIPE = 3'h1;
localparam CTRL_LOOP = 3'h2;
localparam CTRL_FINISH = 3'h3;
localparam NUM_ROUNDS = 64;
reg [31:0] h0_reg;
reg [31:0] h0_new;
reg [31:0] h1_reg;
reg [31:0] h1_new;
reg [31:0] h2_reg;
reg [31:0] h2_new;
reg [31:0] h3_reg;
reg [31:0] h3_new;
reg h_we;
reg [31:0] a_reg;
reg [31:0] a_new;
reg [31:0] b_reg;
reg [31:0] b_new;
reg [31:0] c_reg;
reg [31:0] c_new;
reg [31:0] d_reg;
reg [31:0] d_new;
reg a_d_we;
reg [31:0] pipe_b_reg;
reg [31:0] pipe_b_new;
reg ready_reg;
reg ready_new;
reg ready_we;
reg [31:0] block_reg [0:15];
reg block_we;
reg [6:0] round_ctr_reg;
reg [6:0] round_ctr_new;
reg round_ctr_inc;
reg round_ctr_rst;
reg round_ctr_we;
reg [2:0] MD5_core_ctrl_reg;
reg [2:0] MD5_core_ctrl_new;
reg MD5_core_ctrl_we;
reg init_state;
reg update_state;
reg init_round;
reg update_round;
function [31:0] F(
    input [31:0] b,
    input [31:0] c,
    input [31:0] d,
    input [5:0] round
);
    begin
        if (round < 16)
            F = (b & c) | ((~b) & d);
        else if ((round >= 16) && (round < 32))
            F = (d & b) | ((~d) & c);
        else if ((round >= 32) && (round < 48))
            F = b ^ c ^ d;
        else  
            F = c ^ (b | (~d));
    end
endfunction
function [31:0] K(
    input [5:0] round
);
    begin
        case (round)
            6'h00: K = 32'hd76aa478;
            6'h01: K = 32'he8c7b756;
            6'h02: K = 32'h242070db;
            6'h03: K = 32'hc1bdceee;
            6'h04: K = 32'hf57c0faf;
            6'h05: K = 32'h4787c62a;
            6'h06: K = 32'ha8304613;
            6'h07: K = 32'hfd469501;
            6'h08: K = 32'h698098d8;
            6'h09: K = 32'h8b44f7af;
            6'h0a: K = 32'hffff5bb1;
            6'h0b: K = 32'h895cd7be;
            6'h0c: K = 32'h6b901122;
            6'h0d: K = 32'hfd987193;
            6'h0e: K = 32'ha679438e;
            6'h0f: K = 32'h49b40821;
            6'h10: K = 32'hf61e2562;
            6'h11: K = 32'hc040b340;
            6'h12: K = 32'h265e5a51;
            6'h13: K = 32'he9b6c7aa;
            6'h14: K = 32'hd62f105d;
            6'h15: K = 32'h02441453;
            6'h16: K = 32'hd8a1e681;
            6'h17: K = 32'he7d3fbc8;
            6'h18: K = 32'h21e1cde6;
            6'h19: K = 32'hc33707d6;
            6'h1a: K = 32'hf4d50d87;
            6'h1b: K = 32'h455a14ed;
            6'h1c: K = 32'ha9e3e905;
            6'h1d: K = 32'hfcefa3f8;
            6'h1e: K = 32'h676f02d9;
            6'h1f: K = 32'h8d2a4c8a;
            6'h20: K = 32'hfffa3942;
            6'h21: K = 32'h8771f681;
            6'h22: K = 32'h6d9d6122;
            6'h23: K = 32'hfde5380c;
            6'h24: K = 32'ha4beea44;
            6'h25: K = 32'h4bdecfa9;
            6'h26: K = 32'hf6bb4b60;
            6'h27: K = 32'hbebfbc70;
            6'h28: K = 32'h289b7ec6;
            6'h29: K = 32'heaa127fa;
            6'h2a: K = 32'hd4ef3085;
            6'h2b: K = 32'h04881d05;
            6'h2c: K = 32'hd9d4d039;
            6'h2d: K = 32'he6db99e5;
            6'h2e: K = 32'h1fa27cf8;
            6'h2f: K = 32'hc4ac5665;
            6'h30: K = 32'hf4292244;
            6'h31: K = 32'h432aff97;
            6'h32: K = 32'hab9423a7;
            6'h33: K = 32'hfc93a039;
            6'h34: K = 32'h655b59c3;
            6'h35: K = 32'h8f0ccc92;
            6'h36: K = 32'hffeff47d;
            6'h37: K = 32'h85845dd1;
            6'h38: K = 32'h6fa87e4f;
            6'h39: K = 32'hfe2ce6e0;
            6'h3a: K = 32'ha3014314;
            6'h3b: K = 32'h4e0811a1;
            6'h3c: K = 32'hf7537e82;
            6'h3d: K = 32'hbd3af235;
            6'h3e: K = 32'h2ad7d2bb;
            6'h3f: K = 32'heb86d391;
        endcase
    end
endfunction
function [31:0] rotate(
    input [31:0] x,
    input [5:0] round
);
    begin
        if (round < 16)
            case (round[1:0])
                0: rotate = {x[24:0], x[31:25]};     
                1: rotate = {x[19:0], x[31:20]};     
                2: rotate = {x[14:0], x[31:15]};     
                3: rotate = {x[09:0], x[31:10]};     
            endcase
        else if ((round >= 16) && (round < 32))
            case (round[1:0])
                0: rotate = {x[26:0], x[31:27]};     
                1: rotate = {x[22:0], x[31:23]};     
                2: rotate = {x[17:0], x[31:18]};     
                3: rotate = {x[11:0], x[31:12]};     
            endcase
        else if ((round >= 32) && (round < 48))
            case (round[1:0])
                0: rotate = {x[27:0], x[31:28]};     
                1: rotate = {x[20:0], x[31:21]};     
                2: rotate = {x[15:0], x[31:16]};     
                3: rotate = {x[08:0], x[31:09]};     
            endcase
        else   
            case (round[1:0])
                0: rotate = {x[25:0], x[31:26]};     
                1: rotate = {x[21:0], x[31:22]};     
                2: rotate = {x[16:0], x[31:17]};     
                3: rotate = {x[10:0], x[31:11]};     
            endcase
    end
endfunction
function [3:0] G(
    input [5:0] round
);
    begin
        case (round)
            6'h00: G = 0;
            6'h01: G = 1;
            6'h02: G = 2;
            6'h03: G = 3;
            6'h04: G = 4;
            6'h05: G = 5;
            6'h06: G = 6;
            6'h07: G = 7;
            6'h08: G = 8;
            6'h09: G = 9;
            6'h0a: G = 10;
            6'h0b: G = 11;
            6'h0c: G = 12;
            6'h0d: G = 13;
            6'h0e: G = 14;
            6'h0f: G = 15;
            6'h10: G = 1;
            6'h11: G = 6;
            6'h12: G = 11;
            6'h13: G = 0;
            6'h14: G = 5;
            6'h15: G = 10;
            6'h16: G = 15;
            6'h17: G = 4;
            6'h18: G = 9;
            6'h19: G = 14;
            6'h1a: G = 3;
            6'h1b: G = 8;
            6'h1c: G = 13;
            6'h1d: G = 2;
            6'h1e: G = 7;
            6'h1f: G = 12;
            6'h20: G = 5;
            6'h21: G = 8;
            6'h22: G = 11;
            6'h23: G = 14;
            6'h24: G = 1;
            6'h25: G = 4;
            6'h26: G = 7;
            6'h27: G = 10;
            6'h28: G = 13;
            6'h29: G = 0;
            6'h2a: G = 3;
            6'h2b: G = 6;
            6'h2c: G = 9;
            6'h2d: G = 12;
            6'h2e: G = 15;
            6'h2f: G = 2;
            6'h30: G = 0;
            6'h31: G = 7;
            6'h32: G = 14;
            6'h33: G = 5;
            6'h34: G = 12;
            6'h35: G = 3;
            6'h36: G = 10;
            6'h37: G = 1;
            6'h38: G = 8;
            6'h39: G = 15;
            6'h3a: G = 6;
            6'h3b: G = 13;
            6'h3c: G = 4;
            6'h3d: G = 11;
            6'h3e: G = 2;
            6'h3f: G = 9;
        endcase
    end
endfunction
function [31:0] byteflip(
    input [31:0] w
);
    begin
        byteflip = {w[7:0], w[15:8], w[23:16], w[31:24]};
    end
endfunction
assign ready = ready_reg;
assign digest = {byteflip(h0_reg), byteflip(h1_reg),
                 byteflip(h2_reg), byteflip(h3_reg)};
always @(posedge clk or negedge reset_n) begin: reg_update
    integer i;
    if (!reset_n) begin
        for (i = 0; i < 16; i = i + 1) 
            block_reg[i] <= 32'h0;
        h0_reg <= 32'h0;
        h1_reg <= 32'h0;
        h2_reg <= 32'h0;
        h3_reg <= 32'h0;
        a_reg <= 32'h0;
        b_reg <= 32'h0;
        c_reg <= 32'h0;
        d_reg <= 32'h0;
        pipe_b_reg <= 32'h0;
        ready_reg <= 1'h1;
        round_ctr_reg <= 7'h0;
        MD5_core_ctrl_reg <= CTRL_IDLE;
    end
    else begin
        pipe_b_reg <= pipe_b_new;
        if (ready_we)
            ready_reg <= ready_new;
        if (block_we) begin
            block_reg[00] <= block[511:480];
            block_reg[01] <= block[479:448];
            block_reg[02] <= block[447:416];
            block_reg[03] <= block[415:384];
            block_reg[04] <= block[383:352];
            block_reg[05] <= block[351:320];
            block_reg[06] <= block[319:288];
            block_reg[07] <= block[287:256];
            block_reg[08] <= block[255:224];
            block_reg[09] <= block[223:192];
            block_reg[10] <= block[191:160];
            block_reg[11] <= block[159:128];
            block_reg[12] <= block[127:096];
            block_reg[13] <= block[095:064];
            block_reg[14] <= block[063:032];
            block_reg[15] <= block[031:000];
        end
        if (h_we) begin
            h0_reg <= h0_new;
            h1_reg <= h1_new;
            h2_reg <= h2_new;
            h3_reg <= h3_new;
        end
        if (a_d_we) begin
            a_reg <= a_new;
            b_reg <= b_new;
            c_reg <= c_new;
            d_reg <= d_new;
        end
        if (round_ctr_we)
            round_ctr_reg <= round_ctr_new;
        if (MD5_core_ctrl_we)
            MD5_core_ctrl_reg <= MD5_core_ctrl_new;
    end
end
always @(*) begin: MD5_dp
    reg [31:0] f;
    reg [31:0] k;
    reg [3:0] g;
    reg [31:0] w;
    reg [31:0] tmp_b0;
    reg [31:0] lr;
    reg [31:0] tmp_b2;
    h0_new = 32'h0;
    h1_new = 32'h0;
    h2_new = 32'h0;
    h3_new = 32'h0;
    h_we = 1'h0;
    a_new = 32'h0;
    b_new = 32'h0;
    c_new = 32'h0;
    d_new = 32'h0;
    a_d_we = 1'h0;
    f = F(b_reg, c_reg, d_reg, round_ctr_reg[5:0]);
    g = G(round_ctr_reg[5:0]);
    w = block_reg[g];
    k = K(round_ctr_reg[5:0]);
    tmp_b0 = a_reg + f + w + k;
    pipe_b_new = tmp_b0;
    lr = rotate(pipe_b_reg, round_ctr_reg[5:0]);
    tmp_b2 = lr + b_reg;
    if (init_state) begin
        h0_new = A0;
        h1_new = B0;
        h2_new = C0;
        h3_new = D0;
        h_we = 1'h1;
    end
    if (update_state) begin
        h0_new = h0_reg + a_reg;
        h1_new = h1_reg + b_reg;
        h2_new = h2_reg + c_reg;
        h3_new = h3_reg + d_reg;
        h_we = 1'h1;
    end
    if (init_round) begin
        a_new = h0_reg;
        b_new = h1_reg;
        c_new = h2_reg;
        d_new = h3_reg;
        a_d_we = 1'h1;
    end
    if (update_round) begin
        a_new = d_reg;
        b_new = tmp_b2;
        c_new = b_reg;
        d_new = c_reg;
        a_d_we = 1'h1;
    end
end
always @(*) begin: round_ctr
    round_ctr_new = 7'h0;
    round_ctr_we = 1'h0;
    if (round_ctr_rst) begin
        round_ctr_new = 7'h0;
        round_ctr_we = 1'h1;
    end
    if (round_ctr_inc) begin
        round_ctr_new = round_ctr_reg + 1'h1;
        round_ctr_we = 1'h1;
    end
end
always @(*) begin: MD5_core_ctrl
    ready_new = 1'h0;
    ready_we = 1'h0;
    block_we = 1'h0;
    round_ctr_inc = 1'h0;
    round_ctr_rst = 1'h0;
    init_state = 1'h0;
    update_state = 1'h0;
    init_round = 1'h0;
    update_round = 1'h0;
    MD5_core_ctrl_new = CTRL_IDLE;
    MD5_core_ctrl_we = 1'h0;
    case (MD5_core_ctrl_reg) 
        CTRL_IDLE: begin
            if (init) begin
                init_state = 1'h1;
            end
            if (next) begin
                init_round = 1'h1;
                block_we = 1'h1;
                round_ctr_rst = 1'h1;
                ready_new = 1'h0;
                ready_we = 1'h1;
                MD5_core_ctrl_new = CTRL_PIPE;
                MD5_core_ctrl_we = 1'h1;
            end
        end
        CTRL_PIPE: begin
            MD5_core_ctrl_new = CTRL_LOOP;
            MD5_core_ctrl_we = 1'h1;
        end
        CTRL_LOOP: begin
            if (round_ctr_reg < 64) begin
                update_round = 1'h1;
                round_ctr_inc = 1'h1;
                MD5_core_ctrl_new = CTRL_PIPE;
                MD5_core_ctrl_we = 1'h1;
            end
            else begin
                update_state = 1'h1;
                ready_new = 1'h1;
                ready_we = 1'h1;
                MD5_core_ctrl_new = CTRL_IDLE;
                MD5_core_ctrl_we = 1'h1;
            end
        end
        default: begin
        end
    endcase
end
endmodule
```
**run.sh**
```bash
#!/bin/bash
# OpenROAD 26Q1-2900-gdf79404cd8, Yosys 0.63+post, stock flow scripts
make -C /OpenROAD-flow-scripts/flow DESIGN_CONFIG=/design/flow/config.mk WORK_HOME=/design/flow/orfs finish
```
**config.mk**
```make
export PLATFORM = sky130hd
export DESIGN_NAME = MD5
export DESIGN_NICKNAME = MD5
export VERILOG_FILES = /design/flow/design.v
export SDC_FILE = /design/flow/constraint.sdc
export NUM_CORES = 4
export LEC_CHECK = 1
export CORE_UTILIZATION = 40
```
**constraint.sdc**
```tcl
current_design MD5

set clk_period 56.5
set clk_io_pct 0.2

create_clock -name clk0 -period $clk_period [get_ports {clk}]

set non_clock_inputs [all_inputs -no_clocks]
set_input_delay [expr $clk_period * $clk_io_pct] -clock clk0 $non_clock_inputs
set_output_delay [expr $clk_period * $clk_io_pct] -clock clk0 [all_outputs]
```
==> run summary <==
impl run done, here's what came out: outcome finished with violations, violated checks design-rule violations, CTS max path bufs 3, Die Wd 423 microns, Worst setup EP type output port, Final Util 45.0%, total grt overflow 0, remaining antenna violation count 0, R2R Path Start core.round_ctr_reg[1], gpl congestion 1.02, CORE AREA 0.176 sq mm, Hold EP core.MD5_core_ctrl_reg[1], worst hold path startpoint core.MD5_core_ctrl_reg[2], final setup margin 30.99 ns, cell chain of the critical path clkdlybuf4s50_1 -> inv_1 -> ha_1 -> and3b_1 -> nand2_1 -> a21oi_1 -> clkdlybuf4s50_1, Cell Type Count 96, Final Hold Vio Count 0, Hold Path Class flop to flop, Layout Skew 0.0770 ns, P_leak 39.4 nW, Placement Setup Slack 31.08 ns, first-pass GRT wire length 360,000 microns, # setup viols final 0, vias in the first global route ~56,000, Synth Seq Share 46.7%, Pre-Repair DR Iteration Count 48, post-route minimum period 25.51 ns, Critical Path Source Type primary input, CP most frequent cell clkdlybuf4s50_1, VDD IR-drop max 0.0000255 V, fraction of registers with async set or reset after synthesis 100%, Cell Rows 154, critical path arrival 14.21 ns, Commonest Layout Cell nand2_1, total number of vias 57,637, Synth flops 1,325, layout cell share with drive strength beyond 1 between 10% and 20%, Worst Max-Slew Pin Slew 0.975 ns, fmax 0.0392 GHz, # IOs 76, GRT Util Overall roughly 28%, Crit Reg-Reg Endpoint core.pipe_b_reg[30], main flop type dfrtp_1, syn avg cell area just over 9 sq um, worst reg-to-reg setup slack 47.11 ns, Max-Cap Viols 0, CP required between 40 and 50 ns, Ys Warns 4, largest net degree at the start of global routing 128, PortBufs 75, CTS clk-pin slew, worst paths 0.06 ns, area of the chip 0.179 sq mm, Slew Limit Fails 0, drt wl/cell around 24 microns, final wirelength 238,000 microns, cycle use final between 40% and 50%, Core Util at FP between 40% and 50%, vias per std cell 5.78, power per cell area 24.8 mW/mm^2, Setup TNS 0 ns, H-tree depth 4, R2R cell count 32, CTS buffer count 146, Slew HR 35.0%, drt drc 6, CP max stage cell and3b_1, Finished Cell Area 0.0794 sq mm, Worst Path Class, Setup primary input to output port, Skew-Pair Late Insertion Delay 0.83 ns, Post-DP Area 0.0743 sq mm, postcts setup bufs 0, Die Span Y 423 microns, P&R area growth vs syn 11.7%, RSZ-0062 raised after global routing false, Log Warnings 58, DRT iter0 DRCs 4,852, post-DP HPWL around 160,000 microns, CP max stage delay 0.60 ns, number of gates resized after cts 0, most instantiated logic cells after routing 2,128 x nand2_1, 1,319 x dfrtp_1, 482 x mux2_2, TritonCTS clock tree built, ys cells 7,606, cells after synthesis 7,606, Clock Tree Root clkbuf_16, post-cts hold buffer count 0, clk sinks 1,325, initial antenna violation count 6, EDFF count, synth 0, Hold Path Depth 0, YS chip area between 0.07 and 0.08 sq mm, synthesized area approximately 0.07 sq mm, Critical Path Fanout Max 6
## through the flow
step | hold slack [ns] | std cells | power, mW
3_5_place_dp | 0.348 | 9709 | 1.00
2_1_floorplan | 0.331 | 7606 | 0.972
5_1_grt | 0.376 | 9971 | 2.03
4_1_cts | 0.362 | 9971 | 1.99
6_report | 0.355 | 9972 | 1.97
3_3_place_gp | 0.347 | 9709 | 1.00
## worst max-delay path: cells and delay by family
| family | cells | cell delay (ns) |
|---|---|---|
| AOI/OAI and AO/OA | 1 | 0.40 |
| adders and majority gates | 1 | 0.20 |
| buffers and inverters | 3 | 1.22 |
| and+or+nand+nor | 2 | 1.08 |
## report_power, final
group / total [mW] / internal (mW) / leakage [nW] / switching, mW
registers: 0.949 / 0.949 / 18.4 / 0
logic: 0.0336 / 0.00566 / 18.5 / 0.0279
clock network: 0.989 / 0.572 / 2.45 / 0.417
## synthesized netlist by cell type (17+ instances only)
| cell type | count | area share (%) |
|---|---|---|
| fa_1 | 67 | 1.9 |
| xnor2_1 | 115 | 1.4 |
| a21oi_1 | 373 | 2.6 |
| or3_1 | 37 | 0.33 |
| a222oi_1 | 19 | 0.27 |
| or2_2 | 38 | 0.33 |
| dfrtp_1 | 1323 | 47 |
| mux2i_1 | 38 | 0.54 |
| ha_1 | 211 | 3.7 |
| nor2_1 | 414 | 2.2 |
| a22oi_1 | 136 | 1.4 |
| o21bai_1 | 30 | 0.32 |
| a31oi_1 | 155 | 1.4 |
| mux2_2 | 482 | 7.6 |
| a21o_1 | 92 | 0.97 |
| a221oi_1 | 71 | 0.88 |
| clkbuf_1 | 387 | 2.0 |
| and2_1 | 18 | 0.16 |
| nor2b_1 | 17 | 0.15 |
| o21a_1 | 26 | 0.27 |
| nand2b_1 | 39 | 0.34 |
| o31ai_1 | 18 | 0.19 |
| nand3_1 | 110 | 0.78 |
| mux4_2 | 48 | 1.5 |
| a22o_1 | 30 | 0.37 |
| nand2_1 | 2147 | 11 |
| inv_1 | 148 | 0.78 |
| o21ai_0 | 344 | 2.4 |
| nand4_1 | 26 | 0.23 |
| xor2_1 | 76 | 0.94 |
| nor3_1 | 44 | 0.31 |
| o211ai_1 | 80 | 0.85 |
| and3_1 | 51 | 0.45 |
| a211oi_1 | 76 | 0.80 |
| buf_1 | 53 | 0.28 |
| buf_2 | 26 | 0.18 |
## logic make-up after synthesis
logic type               Yosys count  share of synthesized area, %
AND-OR/OR-AND                   1620                          14.9
XOR/XNOR                         191                          2.35
adder cells (fa/ha/maj)          281                          5.65
buffers and inverters            632                          3.48
flip-flops                      1325                          46.7
multiplexers                     568                          9.70
AND/OR/NAND/NOR                 2989                          17.2
## per-layer routing
metal,share of wire [%],track usage (%),vias to the layer above
li1,-,-,26306
met5,0.013,0,-
met3,8.4,7.40,431
met4,3.6,8.12,4
met1,42,40.8,28778
met2,46,41.4,2118
## layout make-up
type	instances	area, sq um
multi-input cells	5649	35600
flip-flops and latches	1325	33200
inverters	153	574
clock buffers	218	4320
well taps	2340	2930
diodes	1	2.50
repair buffers	242	2070
clock inverters	44	723
fillers	16262	96900
## worst max path at each step
stage	cells after the start	start	slack (ns)	to
4_1_cts	7	address[2]	31.07	read_data[16]
5_1_grt	7	address[2]	30.88	read_data[16]
6_report	7	address[2]	30.99	read_data[16]
Power is estimated from default activity; no workload was simulated.
